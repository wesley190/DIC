File: design.v
module Convolution_with_pipeline(
clk,
rst_n,
in_valid,
weight_valid,
In_IFM_1,
In_Weight_1,
out_valid, 
Out_OFM	
);
input clk, rst_n, in_valid, weight_valid;
input [15:0]In_IFM_1;		
input [15:0]In_Weight_1;
output reg out_valid;
output reg[35:0] Out_OFM;
reg [15:0]IFM_Buffer[0:48] ;    
reg [15:0]Weight_Buffer[0:8];   
parameter IDLE = 2'd0;
parameter INPUT_CAL_OUT = 2'd1;
reg curr_state, next_state;
reg [15:0] mul_a[0:8];
reg [5:0] in_count;
reg [4:0] mul_count;
reg cal_finish;
integer i;
always @(posedge clk or negedge rst_n) begin
	if(~rst_n) begin
		in_count <= 0;
	end 
	else if(next_state == INPUT_CAL_OUT) begin
		in_count <= in_count+1;
	end
	else begin
		in_count <= 0;
	end
end
always@(posedge clk or negedge rst_n) begin
	if(!rst_n) begin
		for (i=0;i<9;i=i+1) 
			Weight_Buffer[i] <= 0;
	end
	else if(weight_valid && in_count < 9)
		Weight_Buffer[in_count] <= In_Weight_1;
end
always@(posedge clk or negedge rst_n) begin
	if(!rst_n) begin
		for (i=0;i<49;i=i+1) 
			IFM_Buffer[i] <= 0;
	end
	else if(in_count < 49) begin
		IFM_Buffer[in_count]  <= In_IFM_1;
	end                
end
reg [33:0] add1, add2, add3;
reg [31:0] mul_out[0:8];
always @(posedge clk or negedge rst_n) begin 
	if(~rst_n) begin
		mul_count <= 0;
	end 
	else if(curr_state == INPUT_CAL_OUT) begin
		if(in_count >= 25)begin
			mul_count <= mul_count+1;
		end
	end
	else begin
		mul_count <=0;
	end
end
always @(posedge clk or negedge rst_n) begin 
	if(~rst_n) begin
		for(i = 0;i<9;i = i+1)begin
			mul_a[i] <= 0;
		end
	end 
	else if(curr_state==INPUT_CAL_OUT) begin
		case (mul_count)
			0 : begin
				mul_a[0] <= IFM_Buffer[0];
				mul_a[1] <= IFM_Buffer[1];
				mul_a[2] <= IFM_Buffer[2];
				mul_a[3] <= IFM_Buffer[7];
				mul_a[4] <= IFM_Buffer[8];
				mul_a[5] <= IFM_Buffer[9];
				mul_a[6] <= IFM_Buffer[14];
				mul_a[7] <= IFM_Buffer[15];
				mul_a[8] <= IFM_Buffer[16];
			end
			1 : begin
				mul_a[0] <= IFM_Buffer[1];
				mul_a[1] <= IFM_Buffer[2];
				mul_a[2] <= IFM_Buffer[3];
				mul_a[3] <= IFM_Buffer[8];
				mul_a[4] <= IFM_Buffer[9];
				mul_a[5] <= IFM_Buffer[10];
				mul_a[6] <= IFM_Buffer[15];
				mul_a[7] <= IFM_Buffer[16];
				mul_a[8] <= IFM_Buffer[17];
			end
			2 : begin
				mul_a[0] <= IFM_Buffer[2];
				mul_a[1] <= IFM_Buffer[3];
				mul_a[2] <= IFM_Buffer[4];
				mul_a[3] <= IFM_Buffer[9];
				mul_a[4] <= IFM_Buffer[10];
				mul_a[5] <= IFM_Buffer[11];
				mul_a[6] <= IFM_Buffer[16];
				mul_a[7] <= IFM_Buffer[17];
				mul_a[8] <= IFM_Buffer[18];
			end
			3 : begin
				mul_a[0] <= IFM_Buffer[3];
				mul_a[1] <= IFM_Buffer[4];
				mul_a[2] <= IFM_Buffer[5];
				mul_a[3] <= IFM_Buffer[10];
				mul_a[4] <= IFM_Buffer[11];
				mul_a[5] <= IFM_Buffer[12];
				mul_a[6] <= IFM_Buffer[17];
				mul_a[7] <= IFM_Buffer[18];
				mul_a[8] <= IFM_Buffer[19];
			end
			4 : begin
				mul_a[0] <= IFM_Buffer[4];
				mul_a[1] <= IFM_Buffer[5];
				mul_a[2] <= IFM_Buffer[6];
				mul_a[3] <= IFM_Buffer[11];
				mul_a[4] <= IFM_Buffer[12];
				mul_a[5] <= IFM_Buffer[13];
				mul_a[6] <= IFM_Buffer[18];
				mul_a[7] <= IFM_Buffer[19];
				mul_a[8] <= IFM_Buffer[20];
			end
			5 : begin
				mul_a[0] <= IFM_Buffer[7];
				mul_a[1] <= IFM_Buffer[8];
				mul_a[2] <= IFM_Buffer[9];
				mul_a[3] <= IFM_Buffer[14];
				mul_a[4] <= IFM_Buffer[15];
				mul_a[5] <= IFM_Buffer[16];
				mul_a[6] <= IFM_Buffer[21];
				mul_a[7] <= IFM_Buffer[22];
				mul_a[8] <= IFM_Buffer[23];
			end
			6 : begin
				mul_a[0] <= IFM_Buffer[8];
				mul_a[1] <= IFM_Buffer[9];
				mul_a[2] <= IFM_Buffer[10];
				mul_a[3] <= IFM_Buffer[15];
				mul_a[4] <= IFM_Buffer[16];
				mul_a[5] <= IFM_Buffer[17];
				mul_a[6] <= IFM_Buffer[22];
				mul_a[7] <= IFM_Buffer[23];
				mul_a[8] <= IFM_Buffer[24];
			end
			7 : begin
				mul_a[0] <= IFM_Buffer[9];
				mul_a[1] <= IFM_Buffer[10];
				mul_a[2] <= IFM_Buffer[11];
				mul_a[3] <= IFM_Buffer[16];
				mul_a[4] <= IFM_Buffer[17];
				mul_a[5] <= IFM_Buffer[18];
				mul_a[6] <= IFM_Buffer[23];
				mul_a[7] <= IFM_Buffer[24];
				mul_a[8] <= IFM_Buffer[25];
			end
			8 : begin
				mul_a[0] <= IFM_Buffer[10];
				mul_a[1] <= IFM_Buffer[11];
				mul_a[2] <= IFM_Buffer[12];
				mul_a[3] <= IFM_Buffer[17];
				mul_a[4] <= IFM_Buffer[18];
				mul_a[5] <= IFM_Buffer[19];
				mul_a[6] <= IFM_Buffer[24];
				mul_a[7] <= IFM_Buffer[25];
				mul_a[8] <= IFM_Buffer[26];
			end
			9 : begin
				mul_a[0] <= IFM_Buffer[11];
				mul_a[1] <= IFM_Buffer[12];
				mul_a[2] <= IFM_Buffer[13];
				mul_a[3] <= IFM_Buffer[18];
				mul_a[4] <= IFM_Buffer[19];
				mul_a[5] <= IFM_Buffer[20];
				mul_a[6] <= IFM_Buffer[25];
				mul_a[7] <= IFM_Buffer[26];
				mul_a[8] <= IFM_Buffer[27];
			end
			10 : begin
				mul_a[0] <= IFM_Buffer[14];
				mul_a[1] <= IFM_Buffer[15];
				mul_a[2] <= IFM_Buffer[16];
				mul_a[3] <= IFM_Buffer[21];
				mul_a[4] <= IFM_Buffer[22];
				mul_a[5] <= IFM_Buffer[23];
				mul_a[6] <= IFM_Buffer[28];
				mul_a[7] <= IFM_Buffer[29];
				mul_a[8] <= IFM_Buffer[30];
			end
			11 : begin
				mul_a[0] <= IFM_Buffer[15];
				mul_a[1] <= IFM_Buffer[16];
				mul_a[2] <= IFM_Buffer[17];
				mul_a[3] <= IFM_Buffer[22];
				mul_a[4] <= IFM_Buffer[23];
				mul_a[5] <= IFM_Buffer[24];
				mul_a[6] <= IFM_Buffer[29];
				mul_a[7] <= IFM_Buffer[30];
				mul_a[8] <= IFM_Buffer[31];
			end
			12 : begin
				mul_a[0] <= IFM_Buffer[16];
				mul_a[1] <= IFM_Buffer[17];
				mul_a[2] <= IFM_Buffer[18];
				mul_a[3] <= IFM_Buffer[23];
				mul_a[4] <= IFM_Buffer[24];
				mul_a[5] <= IFM_Buffer[25];
				mul_a[6] <= IFM_Buffer[30];
				mul_a[7] <= IFM_Buffer[31];
				mul_a[8] <= IFM_Buffer[32];
			end
			13 : begin
				mul_a[0] <= IFM_Buffer[17];
				mul_a[1] <= IFM_Buffer[18];
				mul_a[2] <= IFM_Buffer[19];
				mul_a[3] <= IFM_Buffer[24];
				mul_a[4] <= IFM_Buffer[25];
				mul_a[5] <= IFM_Buffer[26];
				mul_a[6] <= IFM_Buffer[31];
				mul_a[7] <= IFM_Buffer[32];
				mul_a[8] <= IFM_Buffer[33];
			end
			14 : begin
				mul_a[0] <= IFM_Buffer[18];
				mul_a[1] <= IFM_Buffer[19];
				mul_a[2] <= IFM_Buffer[20];
				mul_a[3] <= IFM_Buffer[25];
				mul_a[4] <= IFM_Buffer[26];
				mul_a[5] <= IFM_Buffer[27];
				mul_a[6] <= IFM_Buffer[32];
				mul_a[7] <= IFM_Buffer[33];
				mul_a[8] <= IFM_Buffer[34];
			end
			15 : begin
				mul_a[0] <= IFM_Buffer[21];
				mul_a[1] <= IFM_Buffer[22];
				mul_a[2] <= IFM_Buffer[23];
				mul_a[3] <= IFM_Buffer[28];
				mul_a[4] <= IFM_Buffer[29];
				mul_a[5] <= IFM_Buffer[30];
				mul_a[6] <= IFM_Buffer[35];
				mul_a[7] <= IFM_Buffer[36];
				mul_a[8] <= IFM_Buffer[37];
			end
			16 : begin
				mul_a[0] <= IFM_Buffer[22];
				mul_a[1] <= IFM_Buffer[23];
				mul_a[2] <= IFM_Buffer[24];
				mul_a[3] <= IFM_Buffer[29];
				mul_a[4] <= IFM_Buffer[30];
				mul_a[5] <= IFM_Buffer[31];
				mul_a[6] <= IFM_Buffer[36];
				mul_a[7] <= IFM_Buffer[37];
				mul_a[8] <= IFM_Buffer[38];
			end
			17 : begin
				mul_a[0] <= IFM_Buffer[23];
				mul_a[1] <= IFM_Buffer[24];
				mul_a[2] <= IFM_Buffer[25];
				mul_a[3] <= IFM_Buffer[30];
				mul_a[4] <= IFM_Buffer[31];
				mul_a[5] <= IFM_Buffer[32];
				mul_a[6] <= IFM_Buffer[37];
				mul_a[7] <= IFM_Buffer[38];
				mul_a[8] <= IFM_Buffer[39];
			end
			18 : begin
				mul_a[0] <= IFM_Buffer[24];
				mul_a[1] <= IFM_Buffer[25];
				mul_a[2] <= IFM_Buffer[26];
				mul_a[3] <= IFM_Buffer[31];
				mul_a[4] <= IFM_Buffer[32];
				mul_a[5] <= IFM_Buffer[33];
				mul_a[6] <= IFM_Buffer[38];
				mul_a[7] <= IFM_Buffer[39];
				mul_a[8] <= IFM_Buffer[40];
			end
			19 : begin
				mul_a[0] <= IFM_Buffer[25];
				mul_a[1] <= IFM_Buffer[26];
				mul_a[2] <= IFM_Buffer[27];
				mul_a[3] <= IFM_Buffer[32];
				mul_a[4] <= IFM_Buffer[33];
				mul_a[5] <= IFM_Buffer[34];
				mul_a[6] <= IFM_Buffer[39];
				mul_a[7] <= IFM_Buffer[40];
				mul_a[8] <= IFM_Buffer[41];
			end
			20 : begin
				mul_a[0] <= IFM_Buffer[28];
				mul_a[1] <= IFM_Buffer[29];
				mul_a[2] <= IFM_Buffer[30];
				mul_a[3] <= IFM_Buffer[35];
				mul_a[4] <= IFM_Buffer[36];
				mul_a[5] <= IFM_Buffer[37];
				mul_a[6] <= IFM_Buffer[42];
				mul_a[7] <= IFM_Buffer[43];
				mul_a[8] <= IFM_Buffer[44];
			end
			21 : begin
				mul_a[0] <= IFM_Buffer[29];
				mul_a[1] <= IFM_Buffer[30];
				mul_a[2] <= IFM_Buffer[31];
				mul_a[3] <= IFM_Buffer[36];
				mul_a[4] <= IFM_Buffer[37];
				mul_a[5] <= IFM_Buffer[38];
				mul_a[6] <= IFM_Buffer[43];
				mul_a[7] <= IFM_Buffer[44];
				mul_a[8] <= IFM_Buffer[45];
			end
			22 : begin
				mul_a[0] <= IFM_Buffer[30];
				mul_a[1] <= IFM_Buffer[31];
				mul_a[2] <= IFM_Buffer[32];
				mul_a[3] <= IFM_Buffer[37];
				mul_a[4] <= IFM_Buffer[38];
				mul_a[5] <= IFM_Buffer[39];
				mul_a[6] <= IFM_Buffer[44];
				mul_a[7] <= IFM_Buffer[45];
				mul_a[8] <= IFM_Buffer[46];
			end
			23 : begin
				mul_a[0] <= IFM_Buffer[31];
				mul_a[1] <= IFM_Buffer[32];
				mul_a[2] <= IFM_Buffer[33];
				mul_a[3] <= IFM_Buffer[38];
				mul_a[4] <= IFM_Buffer[39];
				mul_a[5] <= IFM_Buffer[40];
				mul_a[6] <= IFM_Buffer[45];
				mul_a[7] <= IFM_Buffer[46];
				mul_a[8] <= IFM_Buffer[47];
			end
			24 : begin
				mul_a[0] <= IFM_Buffer[32];
				mul_a[1] <= IFM_Buffer[33];
				mul_a[2] <= IFM_Buffer[34];
				mul_a[3] <= IFM_Buffer[39];
				mul_a[4] <= IFM_Buffer[40];
				mul_a[5] <= IFM_Buffer[41];
				mul_a[6] <= IFM_Buffer[46];
				mul_a[7] <= IFM_Buffer[47];
				mul_a[8] <= IFM_Buffer[48];
			end
			default : begin
				mul_a[0] <= 0;
				mul_a[1] <= 0;
				mul_a[2] <= 0;
				mul_a[3] <= 0;
				mul_a[4] <= 0;
				mul_a[5] <= 0;
				mul_a[6] <= 0;
				mul_a[7] <= 0;
				mul_a[8] <= 0;
			end
		endcase
	end
	else begin
		mul_a[0] <= 0;
				mul_a[1] <= 0;
				mul_a[2] <= 0;
				mul_a[3] <= 0;
				mul_a[4] <= 0;
				mul_a[5] <= 0;
				mul_a[6] <= 0;
				mul_a[7] <= 0;
				mul_a[8] <= 0;
	end 
end
always @(posedge clk) begin
	if(curr_state == INPUT_CAL_OUT) begin
		mul_out[0] <= mul_a[0]*Weight_Buffer[0];
		mul_out[1] <= mul_a[1]*Weight_Buffer[1];
		mul_out[2] <= mul_a[2]*Weight_Buffer[2];
		mul_out[3] <= mul_a[3]*Weight_Buffer[3];
		mul_out[4] <= mul_a[4]*Weight_Buffer[4];
		mul_out[5] <= mul_a[5]*Weight_Buffer[5];
		mul_out[6] <= mul_a[6]*Weight_Buffer[6];
		mul_out[7] <= mul_a[7]*Weight_Buffer[7];
		mul_out[8] <= mul_a[8]*Weight_Buffer[8];
	end else begin
		mul_out[0] <= 0;
		mul_out[1] <= 0;
		mul_out[2] <= 0;
		mul_out[3] <= 0;
		mul_out[4] <= 0;
		mul_out[5] <= 0;
		mul_out[6] <= 0;
		mul_out[7] <= 0;
		mul_out[8] <= 0;
	end
end
always @(posedge clk or negedge rst_n) begin 
	if(~rst_n) begin
		add1 <= 0;
		add2 <= 0;
		add3 <= 0;
	end 
	else if(curr_state == INPUT_CAL_OUT) begin
		add1 <= mul_out[0] + mul_out[1] + mul_out[2];
		add2 <= mul_out[3] + mul_out[4] + mul_out[5];
		add3 <= mul_out[6] + mul_out[7] + mul_out[8];
	end
	else begin
		add1 <= 0;
		add2 <= 0;
		add3 <= 0;
	end
end
always @(posedge clk or negedge rst_n) begin
	if(~rst_n) begin
		cal_finish <= 0;
	end 
	else if(curr_state == INPUT_CAL_OUT) begin
		if(mul_count == 27)begin
			cal_finish <= 1;
		end
	end
	else begin
		cal_finish <= 0;
	end
end
always @(posedge clk or negedge rst_n) begin 
	if(~rst_n) begin
		out_valid <= 0;
	end 
	else if(curr_state == INPUT_CAL_OUT) begin
		if(mul_count >= 3 && mul_count <=27)begin
			out_valid <= 1;
		end
		else begin
			out_valid <= 0;
		end
	end
	else begin
		out_valid <= 0;
	end
end
always @(posedge clk or negedge rst_n) begin
	if(~rst_n) begin
		Out_OFM <= 0;
	end 
	else if(curr_state == INPUT_CAL_OUT) begin
		Out_OFM <= add1 +add2+add3;
	end
end
always @(posedge clk or negedge rst_n) begin 
	if(~rst_n) begin
		curr_state <= 0;
	end else begin
		curr_state <= next_state;
	end
end
always @(*) begin
	if(~rst_n) begin
		next_state = IDLE;
	end
	else begin
		case (curr_state)
			IDLE: next_state = (in_valid)? INPUT_CAL_OUT : IDLE; 
			INPUT_CAL_OUT: next_state = (cal_finish)? IDLE : INPUT_CAL_OUT;
			default : next_state = IDLE;
		endcase
	end	
end
endmodule
File: run.sh
#!/bin/bash
# OpenROAD 26Q1-2900-gdf79404cd8, Yosys 0.63+post, stock flow scripts
make -C /OpenROAD-flow-scripts/flow DESIGN_CONFIG=/design/flow/config.mk WORK_HOME=/design/flow/orfs finish
File: config.mk
export PLATFORM = sky130hd
export DESIGN_NAME = Convolution_with_pipeline
export DESIGN_NICKNAME = Convolution_with_pipeline
export VERILOG_FILES = /design/flow/design.v
export SDC_FILE = /design/flow/constraint.sdc
export NUM_CORES = 4
export LEC_CHECK = 1
export CORE_UTILIZATION = 40
File: constraint.sdc
current_design Convolution_with_pipeline

set clk_period 20.1
set clk_io_pct 0.2

create_clock -name clk0 -period $clk_period [get_ports {clk}]

set non_clock_inputs [all_inputs -no_clocks]
set_input_delay [expr $clk_period * $clk_io_pct] -clock clk0 $non_clock_inputs
set_output_delay [expr $clk_period * $clk_io_pct] -clock clk0 [all_outputs]
==> impl_metrics.py <==
# Metrics from the implementation run
metrics = {
    "run_status": {
        "status": "completed",
    },
    "logic_synthesis": {
        "synth_seq_share": 0.233,
        "edf_count": 0,
        "synth_cell_types": 97,
        "yosysWarnings": 5,
        "ys_ff": 1512,
        "ys_area_sq_um": 156000,
        "netlist_top_cells_count": "inv_1, fa_1, nand2_1, dfrtp_1, and2_1",
        "async_flop_share": 0.810,
        "top_area_frac": 0.241,
        "ys_cells": 16071,
        "yosys_most_used_dff": "dfrtp_1",
        "synth_area_per_cell_sq_um": 9.71,
        "largest_area_cell": "fa_1",
        "syn-cell-area_sq_um": 156000,
        "top_cells_by_area": "fa_1, dfrtp_1, ha_1",
        "synth.most_common_cell": "inv_1",
        "synthCells": 16071,
    },
    "timing": {
        "tns_ps": 0,
        "drv_slew": 0,
        "period_needed_ps": 7480,
        "fmax_mhz": 134,
        "worst_slew_pin_slew_ps": 1270,
        "worst_slack_ps": 12620,
        "setup_viol": 0,
        "maxSlewHeadroom": 0.143,
        "fin_skew_ps": 133,
        "rsz0062_at_grt": "false",
        "finalClockPeriodUsage": 0.372,
        "hold_ws_ps": 493,
        "hold_viol": 0,
    },
    "setup_path": {
        "crit_fanout": 108,
        "worstPathCellList": "buf_16 -> buf_4 -> buf_4 -> buf_4 -> buf_4 -> buf_4 -> buf_4",
        "cpLargestDelayFamily": "buffers and inverters",
        "worstSetupPathType": "input port to asynchronous set/reset pin",
        "critPathArrivalTime_ps": 8390,
        "max_stage_delay_ps": 720,
        "path_buffers": 7,
        "worst_setup_path_start_kind": "input port",
        "slowest_stage": "buf_4",
        "cp.required_ps": 21000,
        "worstSetupEndpointType": "asynchronous set/reset pin",
        "cpMostUsedCell": "buf_4",
    },
    "floorplanning": {
        "die_w_um": 627,
        "coreArea_sq_um": 389000,
        "die_area_sq_um": 393000,
        "initCoreUtil": 0.401,
        "rows": 229,
        "chipHeight_um": 627,
        "ios": 73,
    },
    "power_and_ir_drop": {
        "p_comb_frac": 0.419,
        "sw_frac_of_total": 0.423,
        "ir_worst_vdd_v": 0.000159,
        "p_sw_mw": 5.22,
        "p_leak_nw": 80.7,
        "power_density_nw_per_um2": 72.9,
        "p_int_mw": 7.14,
        "clockPowerShare": 0.276,
        "power_mw": 12.4,
        "p_seq_frac": 0.305,
    },
    "cts": {
        "clk_path_buf_depth": 4,
        "htree_levels": 4,
        "clk_latency_ps": 970,
        "cts_setup_buffers": 0,
        "cts_hold_repair.buffers": 0,
        "post_cts_resized": 0,
        "cts_tree": "yes",
        "cts_sinks": 1512,
        "cts_root_buf": "clkbuf_16",
        "cts_buffers": 177,
        "clk_pin_slew_ps": 50,
    },
    "drt": {
        "drc": 0,
        "wirelength_um": 625000,
        "firstDrtPassIters": 31,
        "num_vias": 126224,
        "via_per_inst": 5.96,
        "wl_per_cell_um": 29.5,
        "ant_nets": 0,
        "drtIter0Drc": 12710,
    },
    "finish": {
        "areaGrowthSynthToFinish_pct": 8.68,
        "finalInstanceArea_sq_um": 170000,
        "logic_area_sq_um": 108000,
        "drive_above_1_share": 0.120,
        "utilization": 0.436,
        "fin_cells": 21181,
        "seq_area_sq_um": 36400,
        "n_fill_cell": 37062,
    },
    "global_routing": {
        "grt_pass1_vias": 128942,
        "grt_overflow": 0,
        "antenna_found_initial": 84,
        "grt_pass1_wl_um": 914000,
        "track_usage": 0.337,
        "grt_max_degree": 121,
    },
    "place": {
        "io_buffers": 72,
        "hpwl_um": 440000,
        "dp_slack_ps": 11500,
        "gp_congestion": 1.03,
        "dpl-instance-area_sq_um": 163000,
        "placedCellCount": 20690,
    },
    "flow_run": {
        "warning_count": 42,
        "maxCapViolations": 0,
    },
    "min_path": {
        "hold_path_class": "register to register",
    },
}
-- sequential cells by signal, summed over array words and instances, names as in the netlist --
name,cells
IFM_Buffer,784
Out_OFM,36
Weight_Buffer,144
add1,34
add2,34
add3,34
cal_finish,1
curr_state,1
in_count,6
mul_a,144
mul_count,5
mul_out,288
out_valid,1
-- worst register-to-register path, stage by stage, from the launching register on --
cell and delay (ps):
dfrtp_1 910, and2_1 270, fa_1 420, inv_1 90, fa_1 440, fa_1 530
inv_1 50, ha_1 300, fa_1 490, inv_1 50, fa_1 550, inv_1 60
ha_1 360, and3_1 260, nor4b_1 380, and4b_1 280, o31ai_1 530, a221oi_1 220
nor2_1 260, nor2_1 110, o311ai_0 350
-- cells by family (layout without fill, tap and decap cells) --
kind of cell,count (synthesis),count (layout),synth area share
flops,1512,1512,0.233
other cells,0,170,0
fa+ha+maj,2952,2952,0.327
mux,1074,1074,0.0768
simple gates,4213,4213,0.131
compound gates,2797,2797,0.137
buf+inv,3208,2951,0.0774
xor+xnor,315,315,0.0177
-- final cells by class --
type,count,area share
tap,5197,0.0383
timing repair buffer,526,0.0245
clock buffer,235,0.0293
inverter,2104,0.0466
sequential,1512,0.215
clock inverter,86,0.00576
antenna,170,0.00251
multi-input combinational,11351,0.638
-- worst paths after layout --
kind                                endpoint   startpoint  slack (ps)  cells past startpoint
setup / recovery                    add1[23]        rst_n       12620                      7
hold / removal                   Out_OFM[25]  Out_OFM[25]         490                      2
setup reg to reg              mul_out[3][30]  mul_a[3][5]       13070                     20
hold reg to reg                  Out_OFM[25]  Out_OFM[25]         490                      2
max in group clk0             mul_out[3][30]  mul_a[3][5]       13070                     20
min in group asynchronous  IFM_Buffer[1][14]        rst_n        2960                      1
-- per-layer routing --
layer	track usage	wire, um
met4	0.195	50600
met2	0.463	256000
met5	0.00444	721
met3	0.182	91700
met1	0.426	227000
-- layout by cell type, fill, tap and decap left out, types with 178 or more instances in the layout --
| master | count |
|---|---|
| a21o_1 | 189 |
| a21oi_1 | 384 |
| a221oi_1 | 437 |
| a22o_1 | 413 |
| a22oi_1 | 560 |
| and2_1 | 1140 |
| buf_4 | 447 |
| clkbuf_16 | 181 |
| dfrtp_1 | 1220 |
| dfxtp_1 | 288 |
| fa_1 | 1880 |
| ha_1 | 1071 |
| inv_1 | 2103 |
| mux2_2 | 983 |
| nand2_1 | 1550 |
| nand4_1 | 260 |
| nor2_1 | 655 |
| o21ai_0 | 220 |
| xnor2_1 | 178 |
-- power by group through the flow --
stage	Combinational (mW)	Sequential, mW	Clock, mW
4_1_cts	5.19	3.76	3.45
5_1_grt	5.79	3.80	3.56
6_report	5.17	3.77	3.41
Power and IR drop assume default switching activity.

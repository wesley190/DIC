===== /design/flow/design.v =====
module Convolution(
    clk,
    rst_n,
	in_valid,
	weight_valid,
	In_IFM_1,
	In_IFM_2,
	In_IFM_3,
	In_IFM_4,	
	In_IFM_5,	
	In_IFM_6,	
	In_IFM_7,	
	In_IFM_8,	
	In_IFM_9,	
	In_Weight_1,
	In_Weight_2,
	In_Weight_3,
	In_Weight_4,
	In_Weight_5,
	In_Weight_6,
	In_Weight_7,
	In_Weight_8,	
	In_Weight_9,
    out_valid, 
	Out_OFM
    );
input clk, rst_n;
input in_valid;
input weight_valid;
input[7:0]In_IFM_1;
input[7:0]In_IFM_2;
input[7:0]In_IFM_3;
input[7:0]In_IFM_4;
input[7:0]In_IFM_5;
input[7:0]In_IFM_6;
input[7:0]In_IFM_7;
input[7:0]In_IFM_8;
input[7:0]In_IFM_9;
input[7:0]In_Weight_1;
input[7:0]In_Weight_2;
input[7:0]In_Weight_3;
input[7:0]In_Weight_4;
input[7:0]In_Weight_5;
input[7:0]In_Weight_6;
input[7:0]In_Weight_7;
input[7:0]In_Weight_8;
input[7:0]In_Weight_9;
output reg out_valid;
output reg [20:0]Out_OFM;
reg [7:0]Weight_1;
reg [7:0]Weight_2;
reg [7:0]Weight_3;
reg [7:0]Weight_4;
reg [7:0]Weight_5;
reg [7:0]Weight_6;
reg [7:0]Weight_7;
reg [7:0]Weight_8;
reg [7:0]Weight_9;
parameter IDLE=0,
          INPUT=1,
		  CAL=2,
		  OUPUT=3;
reg[1:0]state,next;
reg[15:0]MUL1;
reg[15:0]MUL2;
reg[15:0]MUL3;
reg[15:0]MUL4;
reg[15:0]MUL5;
reg[15:0]MUL6;
reg[15:0]MUL7;
reg[15:0]MUL8;
reg[15:0]MUL9;
reg[17:0]ADD1;
reg[17:0]ADD2;
reg[17:0]ADD3;
reg in_valid2,in_valid3;
always@(posedge clk)begin
	if(state==IDLE&&(~in_valid))begin
		Weight_1<=0;
		Weight_2<=0;
		Weight_3<=0;
		Weight_4<=0;
		Weight_5<=0;
		Weight_6<=0;
		Weight_7<=0;
		Weight_8<=0;
		Weight_9<=0;
	end
	else if(state==IDLE&&in_valid)begin
		Weight_1<=In_Weight_1;
		Weight_2<=In_Weight_2;
		Weight_3<=In_Weight_3;
		Weight_4<=In_Weight_4;
		Weight_5<=In_Weight_5;
		Weight_6<=In_Weight_6;
		Weight_7<=In_Weight_7;
		Weight_8<=In_Weight_8;
		Weight_9<=In_Weight_9;
	end
end
always@(posedge clk or negedge rst_n)begin
	if(~rst_n)begin
		in_valid2<=0;
		in_valid3<=0;
	end
	else begin
		in_valid2<=in_valid;
		in_valid3<=in_valid2;
	end
end
always@(posedge clk or negedge rst_n)begin
	if(~rst_n)state<=IDLE;
	else state<=next;
end
always@(*)begin
	case(state)
	IDLE:if(in_valid)next=INPUT;else next=IDLE;
	INPUT:if(in_valid)next=INPUT;else next=IDLE;
	default:next=IDLE;
	endcase
end
always@(posedge clk)begin
	if(state==IDLE&&in_valid)begin
		MUL1<=In_IFM_1*In_Weight_1;
		MUL2<=In_IFM_2*In_Weight_2;
		MUL3<=In_IFM_3*In_Weight_3;
		MUL4<=In_IFM_4*In_Weight_4;
		MUL5<=In_IFM_5*In_Weight_5;
		MUL6<=In_IFM_6*In_Weight_6;
		MUL7<=In_IFM_7*In_Weight_7;
		MUL8<=In_IFM_8*In_Weight_8;
		MUL9<=In_IFM_9*In_Weight_9;
	end
	else if(state==INPUT&&in_valid)begin
		MUL1<=In_IFM_1*Weight_1;
		MUL2<=In_IFM_2*Weight_2;
		MUL3<=In_IFM_3*Weight_3;
		MUL4<=In_IFM_4*Weight_4;
		MUL5<=In_IFM_5*Weight_5;
		MUL6<=In_IFM_6*Weight_6;
		MUL7<=In_IFM_7*Weight_7;
		MUL8<=In_IFM_8*Weight_8;
		MUL9<=In_IFM_9*Weight_9;
	end
	else begin
		MUL1<=0;
		MUL2<=0;
		MUL3<=0;
		MUL4<=0;
		MUL5<=0;
		MUL6<=0;
		MUL7<=0;
		MUL8<=0;
		MUL9<=0;
	end
end
always@(posedge clk)begin
	if(in_valid2)begin
		ADD1<=MUL1+MUL2+MUL3;
		ADD2<=MUL4+MUL5+MUL6;
		ADD3<=MUL7+MUL8+MUL9;
	end
	else begin
		ADD1<=0;
		ADD2<=0;
		ADD3<=0;
	end
end
always@(posedge clk or negedge rst_n)begin
	if(~rst_n)begin
		out_valid<=0;
		Out_OFM<=0;
	end
	else if(in_valid3)begin
		out_valid<=1;
		Out_OFM<=ADD1+ADD2+ADD3;
	end
	else begin
		out_valid<=0;
		Out_OFM<=0;
	end
end
endmodule

===== /design/flow/run.sh =====
#!/bin/bash
# OpenROAD 26Q1-2900-gdf79404cd8, Yosys 0.63+post, stock flow scripts
make -C /OpenROAD-flow-scripts/flow DESIGN_CONFIG=/design/flow/config.mk WORK_HOME=/design/flow/orfs finish

===== /design/flow/config.mk =====
export PLATFORM = sky130hd
export DESIGN_NAME = Convolution
export DESIGN_NICKNAME = Convolution
export VERILOG_FILES = /design/flow/design.v
export SDC_FILE = /design/flow/constraint.sdc
export NUM_CORES = 4
export LEC_CHECK = 1
export CORE_UTILIZATION = 30

===== /design/flow/constraint.sdc =====
current_design Convolution

set clk_period 7.8
set clk_io_pct 0.2

create_clock -name clk0 -period $clk_period [get_ports {clk}]

set non_clock_inputs [all_inputs -no_clocks]
set_input_delay [expr $clk_period * $clk_io_pct] -clock clk0 $non_clock_inputs
set_output_delay [expr $clk_period * $clk_io_pct] -clock clk0 [all_outputs]

==> flow_metrics.env <==
# source this file to load flow results
export IMPL_clock_sinks=294
export IMPL_ys_chip_area_um2=49800
export IMPL_synth_top_cell_by_count="inv_1"
export IMPL_gp_congestion=0.922
export IMPL_grt_pass1_vias=36900
export IMPL_dieArea_um2=168000
export IMPL_die_height_um=409
export IMPL_vias_per_cell=4.64
export IMPL_cp_slowest_stage_delay_ps=900
export IMPL_critPathMostFrequentCell="fa_1"
export IMPL_critical_path_slowest_cell="clkdlybuf4s50_1"
export IMPL_grt_use_total_pct=15.0
export IMPL_powerDensity_nw_per_um2=212
export IMPL_edf_count=0
export IMPL_ys_cells=5511
export IMPL_first_pass_iters=7
export IMPL_drt_wl_total_um=118000
export IMPL_dr_first_iter_drc_count=1636
export IMPL_tightestPinTransition_ps=842
export IMPL_cp_top_family="adder cells"
export IMPL_timing_final_crit_period_ps=6270
export IMPL_ir_worst_vdd_uv=184
export IMPL_cts_reportedPaths_clkPinSlew_ps=70
export IMPL_yosys_top_cells_count="inv_1 (984), and2_1 (974), fa_1 (718)"
export IMPL_hold_worst_slack_ps=577
export IMPL_drv_cap=0
export IMPL_crit_path_end="MUL7[15]$_DFF_P_"
export IMPL_cts_made_buffers=40
export IMPL_critPathLaunch="In_IFM_7[2]"
export IMPL_slew_viol_final=0
export IMPL_cts_tree="yes"
export IMPL_ctsResizeCount=0
export IMPL_fp_coreArea_um2=165000
export IMPL_total_leakage_power_uw=0.0277
export IMPL_yosysTopAreaCellShare_pct=28.9
export IMPL_setup_tns_ps=0
export IMPL_ys_flop_type="dfxtp_1"
export IMPL_placed_cell_area_um2=53900
export IMPL_hold_class="flop to flop"
export IMPL_nFillCells=16600
export IMPL_cts_setup_buffers=0
export IMPL_status="completed"
export IMPL_numPortBuffers=167
export IMPL_stdcell_count=7832
export IMPL_path_cells="clkdlybuf4s50_1 -> nand2_1 -> fa_1 -> fa_1 -> inv_1 -> fa_1 -> inv_1 -> fa_1 -> inv_1 -> ha_1 -> o21ai_0 -> a21oi_1 -> o21ai_0 -> o21ai_0 -> a221oi_1 -> o32ai_1 -> a311o_1"
export IMPL_syn_to_final_growth_pct=11.1
export IMPL_fp_row_count=149
export IMPL_crit_cells=17
export IMPL_htree_levels=2
export IMPL_ant_nets=0
export IMPL_r2r_end="MUL5[14]$_DFF_P_"
export IMPL_finalInstanceArea_um2=55300
export IMPL_root_buffer="clkbuf_16"
export IMPL_ys_seq_share_pct=12.1
export IMPL_finClkSkew_ps=31.7
export IMPL_ys_warn_count=1
export IMPL_fp_dieW_um=409
export IMPL_crit_buf_inv=4
export IMPL_cp_max_fo=16
export IMPL_grt_pass1_wl_um=195000
export IMPL_crit_path_end_kind="flop"
export IMPL_io_pins=170
export IMPL_antenna_found_initial=19
export IMPL_topCellsByArea="fa_1 (29%), ha_1 (18%), and2_1 (12%)"
export IMPL_async_flop_share_pct=8.16
export IMPL_ys_types=82
export IMPL_hold_buffers=0
export IMPL_reg2reg_depth=15
export IMPL_dp_hpwl_um=94000
export IMPL_synthCells=5511
export IMPL_yosysTopAreaCell="fa_1"
export IMPL_syn_cell_area_um2=49800
export IMPL_warnings=26
export IMPL_drc=0
export IMPL_avgSynthCellArea_um2=9.03
export IMPL_startpoint_type="input pin"
export IMPL_rrSetupSlack_ps=3070
export IMPL_clock_fmax_mhz=159
export IMPL_worstPathRequired_ps=8270
export IMPL_vias=36400
export IMPL_grt_max_degree=65
export IMPL_clock_latency_ps=590
export IMPL_cp_arrival_ps=6740
export IMPL_seq_area_um2=6010
export IMPL_hold_path_depth=2
export IMPL_path_class="input pin to flop"
export IMPL_core_util_floorplan_pct=30.2
export IMPL_hold_viol=0
export IMPL_wl_per_cell_um=15.0
export IMPL_rsz0062_at_grt="false"
export IMPL_dp_cells=7756
export IMPL_drive_gt1_share_pct=2.27
export IMPL_r2r_start="Weight_5[2]$_SDFFE_PP0P_"
export IMPL_setup_viol=0
export IMPL_synth_flops=294
export IMPL_clockBufferDepth=3
export IMPL_slew_headroom_pct=43.9
export IMPL_logic_area_um2=39500
export IMPL_period_used_pct=80.4
export IMPL_gr_total_overflow=0
==> worst min path at each step <==
stage	from	endpoint	slack, ps
after CTS	Weight_1[1]$_SDFFE_PP0P_	Weight_1[1]$_SDFFE_PP0P_	580
after global routing	Weight_3[1]$_SDFFE_PP0P_	Weight_3[1]$_SDFFE_PP0P_	620
final	Weight_6[6]$_SDFFE_PP0P_	Weight_6[6]$_SDFFE_PP0P_	580
==> tightest hold or removal path, stage by stage, from the launching register on <==
cell,delay (ps)
dfxtp_1,380
inv_1,70
o21ai_0,70
==> cell usage in the layout (no fill, tap or decap), drive strengths merged, types with 99 or more instances in the layout <==
cell and count:
ha 710, a21oi 159, xor2 132, clkdlybuf4s50 166, and2 975, nor2 129, inv 994, dfxtp 270
fa 718, nand3 99, o21ai 189, xnor2 101, nand2 301
==> where the power goes <==
| part | total, µW | switching (µW) | leakage, µW | internal, µW |
|---|---|---|---|---|
| registers | 2170 | 326 | 0.00254 | 1850 |
| logic | 7590 | 4360 | 0.0245 | 3230 |
| clock network | 1970 | 822 | 0.000686 | 1150 |
==> sequential cells by signal, indices dropped and copies added, names as in the netlist, 16 cells and up <==
| signal | flops |
|---|---|
| MUL7 | 16 |
| MUL9 | 16 |
| ADD2 | 18 |
| ADD3 | 18 |
| MUL1 | 16 |
| MUL2 | 16 |
| MUL4 | 16 |
| MUL6 | 16 |
| MUL8 | 16 |
| ADD1 | 18 |
| MUL5 | 16 |
| MUL3 | 16 |
| Out_OFM | 20 |
==> per-layer routing <==
metal / share of wire [%] / GRT usage, %
met3: 7.1 / 4.26
met1: 47 / 22.2
met4: 1.6 / 2.05
met2: 44 / 22.6
met5: 0.11 / 0
==> cell type report <==
class	count	share of cell area (%)
Tap cell	2189	4.95
Timing Repair Buffer	197	3.43
Multi-Input combinational cell	4091	71.5
Antenna cell	2	0.00905
Clock inverter	24	0.437
Inverter	985	6.69
Sequential cell	294	10.9
Clock buffer	50	2.10
==> logic make-up after synthesis <==
group	count (synthesis)	share of synthesized area (%)
other cells	1	0.00753
mux	6	0.121
fa+ha+maj	1428	46.7
buf+inv	1126	8.54
xor+xnor	233	4.10
flops	294	12.1
compound gates	754	9.88
simple gates	1669	18.6
==> per-stage QoR <==
stage	total power (µW)	setup slack (ps)	utilization [%]
floorplan	7650	2010	-
global placement	9810	952	32.7
detailed placement	9810	947	32.7
CTS	11900	1610	33.5
global route	13000	1260	33.5
finish	11700	1530	33.5
Power is estimated from default activity; no workload was simulated.
